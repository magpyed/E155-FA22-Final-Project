<file path="config.mk">
export PLATFORM = sky130hd
export DESIGN_NAME = main_fsm
export DESIGN_NICKNAME = main_fsm
export VERILOG_FILES = /design/flow/design.v
export SDC_FILE = /design/flow/constraint.sdc
export NUM_CORES = 4
export LEC_CHECK = 1
export CORE_UTILIZATION = 40
</file>
<file path="constraint.sdc">
current_design main_fsm

set clk_period 6.0
set clk_io_pct 0.2

create_clock -name clk0 -period $clk_period [get_ports {clk}]

set non_clock_inputs [all_inputs -no_clocks]
set_input_delay [expr $clk_period * $clk_io_pct] -clock clk0 $non_clock_inputs
set_output_delay [expr $clk_period * $clk_io_pct] -clock clk0 [all_outputs]
</file>
<file path="design.v">
module fin_proj_top(
	input logic reset,
	input logic done,
	input logic[3:0] cols,
	output logic[3:0] rows, 
	output logic[3:0] leds,
	output logic crct_pwd,
	output logic incrct_pwd
);
	logic int_osc;
	HSOSC #(.CLKHF_DIV(2'b10))
		hf_osc (.CLKHFPU(1'b1), .CLKHFEN(1'b1), .CLKHF(int_osc));
	main_fsm fsm(int_osc, reset, done, cols, rows, leds, crct_pwd, incrct_pwd);
endmodule
module main_fsm(
	input logic clk,
	input logic reset,
	input logic done,
	input logic[3:0] cols,
	output logic[3:0] rows,
	output logic[3:0] leds,
	output logic crct_pwd,
	output logic incrct_pwd
	);
	typedef enum logic [2:0] {scan, w1, pressed, stillpressed, w2} statetype; 
	statetype state, nextstate;
	logic [3:0] num1, num2, num3, num4;  
	logic [3:0] nextnum; 
	logic [3:0] synched_cols;
	logic [3:0] synched_rows; 
	fourbit_synchronizer synch(clk, cols, synched_cols);
	fourbit_synchronizer synchmatch(clk, rows, synched_rows);
	assign buttonpress = !(&synched_cols);
	logic [31:0] counter;
	logic [31:0] threshold;
	assign threshold = 1000000;  
	logic [3:0] pwd1, pwd2, pwd3, pwd4;
	assign pwd1 = 4'd1;
	assign pwd2 = 4'd2;
	assign pwd3 = 4'd3;
	assign pwd4 = 4'd4;
	logic [3:0] numpressed;  
	always_ff @(posedge clk) begin
		if (reset == 0 || done == 0) begin
			state <= scan;
			num1 <= 4'b0000;
			num2 <= 4'b0000;
			num3 <= 4'b0000;
			num4 <= 4'b0000;
			rows <= 4'b1110;
			counter <= 0;
			numpressed <= 0;
			if (reset == 0) leds <= 4'b0000;
		end
		else begin
			state <= nextstate;
			if (state == scan) begin
				rows <= {rows[2:0], rows[3]};
			end
			if (state == pressed && buttonpress) begin
				num1 <= num2;
				num2 <= num3;
				num3 <= num4;
				num4 <= nextnum;
				numpressed <= numpressed + 1'b1;
			end
			if (state == w1 || state == w2) begin
				if (counter != threshold) counter <= counter + 1;
			end else counter <= 0;
			if (state == stillpressed) rows <= 4'b0000;
			if (state == w2) rows <= 4'b1110;
			if (numpressed == 4) begin
				leds[0] <= (pwd1 != num1);
				leds[1] <= (pwd2 != num2);
				leds[2] <= (pwd3 != num3);
				leds[3] <= (pwd4 != num4);
			end
		end
	end
	always_comb
		case(state)
			scan: 
				if (buttonpress && (numpressed < 4)) nextstate = w1;
				else nextstate = scan;
			w1: 
				if (counter == threshold) nextstate = pressed;
				else nextstate = w1;
			pressed: 
				if (buttonpress) nextstate = stillpressed;
				else nextstate = w2;
			stillpressed: 
				if (buttonpress) nextstate = stillpressed;
				else nextstate = w2;
			w2: 
				if (counter == threshold) nextstate = scan;
				else nextstate = w2;
			default: nextstate = state;
		endcase
	matrix_decoder newnum({synched_rows, synched_cols}, nextnum);
	assign crct_pwd = ((numpressed == 4'd4) && ({pwd1,pwd2,pwd3,pwd4} == {num1,num2,num3,num4}));
	assign incrct_pwd = ((numpressed == 4'd4) && !crct_pwd); 
endmodule
module fourbit_synchronizer(
	input logic clk,
	input logic [3:0] unsynch,
	output logic [3:0] synch
);
	logic [3:0] mid1, mid2;
	always_ff @(posedge clk) begin
		mid1 <= unsynch;
		mid2 <= mid1;
		synch <= mid2;
	end
endmodule
module matrix_decoder(
	input logic [7:0] rowscols,
	output logic [3:0] num
);
	always_comb 
		casez(rowscols)
			8'b1110_0???: num = 4'd14;
			8'b1110_?0??: num = 4'd0;
			8'b1110_??0?: num = 4'd15;
			8'b1110_???0: num = 4'd13;
			8'b1101_0???: num = 4'd7;
			8'b1101_?0??: num = 4'd8;
			8'b1101_??0?: num = 4'd9;
			8'b1101_???0: num = 4'd12;
			8'b1011_0???: num = 4'd4;
			8'b1011_?0??: num = 4'd5;
			8'b1011_??0?: num = 4'd6;
			8'b1011_???0: num = 4'd11;
			8'b0111_0???: num = 4'd1;
			8'b0111_?0??: num = 4'd2;
			8'b0111_??0?: num = 4'd3;
			8'b0111_???0: num = 4'd10;
			8'b????_1111: num = 4'd3;
			default: num = 4'd15;
		endcase
endmodule
</file>
<file path="run.sh">
#!/bin/bash
# OpenROAD 26Q1-2900-gdf79404cd8, Yosys 0.63+post, stock flow scripts
make -C /OpenROAD-flow-scripts/flow DESIGN_CONFIG=/design/flow/config.mk WORK_HOME=/design/flow/orfs finish
</file>
==> ci_impl_report.md <==
## PnR job results

| Metric | Value |
|---|---|
| Status | `finished, final reports clean` |
| CTS H-tree lvls | `3` |
| Worst EP required | `4800 ps` |
| Row count | `34` |
| Setup WS post-layout | `2860 ps` |
| Final min period | `3140 ps` |
| Worst setup SP type | `flop` |
| Setup tns final | `0 ps` |
| Final WL | `6740 um` |
| Slowest CP cell | `clkdlybuf4s50_1` |
| Worst Setup End Kind | `primary output` |
| Worst r2r src | `synch.synch[3]$_DFF_P_` |
| Max reg flops | `32` |
| Crit-path cells | `nor4b_1, nand4_1, nor2_1, clkdlybuf4s50_1` |
| Global route overflow | `0` |
| R2R setup slack | `3810 ps` |
| HP Class | `reg2reg` |
| Worst Hold Launch | `synchmatch.mid2[3]$_DFF_P_` |
| Post-synthesis cell type count | `46` |
| Max cap viols | `0` |
| Pwr dens | `257 nW/um^2` |
| TritonCTS clock tree | `yes` |
| Initial antenna violation count | `0` |
| Biggest regs | `counter: 32 flops, state: 5 flops` |
| Flops after synth | `89` |
| Reg2Reg Depth | `5` |
| Hold buffers post-CTS | `0` |
| Setup Buffers After CTS | `0` |
| WHS Endpoint | `synchmatch.synch[3]$_DFF_P_` |
| Number of global-route vias before repair | `2461` |
| Max incr delay on CP | `470 ps` |
| Final max-slew violation count | `0` |
| Clock Path Buffers | `2` |
| HPWL Detailed | `4430 um` |
| Final Skew | `8.68 ps` |
| Tcrit/Tclk final | `0.523` |
| Seq/Total Area, Yosys | `0.496` |
| Initial Util | `0.417` |
| Largest net degree at the start of global routing | `33` |
| Die ar. | `9580 sq um` |
| Setup Viol. Count Final | `0` |
| Die Y-Extent | `97.9 um` |
| Most common reg cell | `dfxtp_1` |
| Ys Warns | `4` |
| Yosys cell count | `403` |
| Leak | `1.40 nW` |
| Post-synth EDFFs | `4` |
| Max Clk Rate | `0.319 GHz` |
| IO buf count | `16` |
| Final non-filler cell total | `527` |
| Yosys stat chip area | `3680 sq um` |
| Area growth from synthesis to layout | `11.6%` |
| Detail Route Antenna Nets | `0` |
| IO Count | `17` |
| Mapped Area | `3680 sq um` |
| Starting DRT DRC Count | `176` |
| Post-route DRC | `0` |
| First-pass GRT wire length | `11700 um` |
| Layout cells sized above 1 | `0.0716` |
| Critical R2R Capture | `num4[1]$_SDFFE_PP0P_` |
| Clock root buffer master | `clkbuf_8` |
| Clock latency (worst-skew pair) | `360 ps` |
| Final hold vios | `0` |
| Placed Instances | `511` |
| Hold path depth | `0` |
| Antenna Cells | `0` |
| OpenROAD warning count | `27` |
| Post-cts repair resize count | `0` |
| Crit path DAT | `1940 ps` |
| Hold_ws | `335 ps` |
| Vias per Instance | `5.22` |
| Worst slack at placement | `3200 ps` |
| RSZ-0062 raised after global routing | `no` |
| Drt wl/cell | `12.8 um` |
| Peak VDD IR | `0.113 mV` |
| Crit Path Max Fanout | `2` |
| CP Class | `reg2out` |
| CTS sink count | `89` |
| Routability-driven placement congestion ratio | `0.795` |
| Avg Cell Area, Syn | `9.12 sq um` |
| Least-Margin Pin Slew | `777 ps` |
| All-Layer GR Usage | `0.151` |
| CTS clk-pin slew, worst paths | `100 ps` |
| Syn Inst Count | `403` |
| Relative slew slack | `0.482` |
| Biggest register | `counter` |
| Die width | `97.9 um` |
| DR vias | `2749` |
| CTS Buf Count | `9` |
| Initial DRT Pass Iterations | `22` |
| Async SR Flop Fraction | `0` |
| Core outline area | `8810 sq um` |
-- layout make-up --
cell class / instances / area, sq um
sequential: 89 / 1820
timing repair buffer: 19 / 183
inverter: 9 / 33.8
multi-input combinational: 286 / 1730
clock buffer: 9 / 124
tap: 108 / 135
clock inverter: 7 / 76.3
fill: 820 / 4700
-- cell families after synthesis --
logic type | after synthesis | share of synthesized area
AND-OR/OR-AND | 54 | 0.0854
XOR/XNOR | 32 | 0.0762
adder cells (fa/ha/maj) | 4 | 0.0136
buffers and inverters | 28 | 0.0344
flip-flops | 89 | 0.496
multiplexers | 7 | 0.0191
AND/OR/NAND/NOR | 189 | 0.276
-- critical path, delay by kind of cell (launching register included) --
family	cells	cell delay, ps
flip-flops	1	330
buffers and inverters	1	470
AND/OR/NAND/NOR	3	790
-- power by group --
part | leakage [nW] | internal, W | switching, W | total (W)
Combinational | 0.561 | 0.0000171 | 0.0000158 | 0.0000329
Sequential | 0.733 | 0.000606 | 0.0000106 | 0.000616
Clock | 0.103 | 0.000166 | 0.000239 | 0.000405
-- cells in the mapped netlist, types with 2 or more instances --
cell type,instances,area [sq um]
nor2_1,52,195
nand3_1,16,80.1
buf_4,2,15.0
o22ai_1,2,12.5
nor3_4,2,32.5
nand2_1,40,150
o21ai_0,15,75.1
nor2b_1,4,25.0
or3b_2,2,17.5
edfxtp_1,4,120
nand4b_1,3,26.3
nor3b_1,4,30.0
nand3b_1,2,15.0
and4_1,3,26.3
clkbuf_1,11,41.3
a21oi_1,21,105
and2_1,3,18.8
inv_1,9,33.8
a211oi_1,2,15.0
nor4_1,4,25.0
nor4b_1,5,43.8
dfxtp_1,85,1700
a31oi_1,4,25.0
nor4bb_1,2,20.0
nand2b_1,5,31.3
o221ai_1,2,17.5
nand4_1,18,113
xnor2_1,8,70.1
nor2_2,3,18.8
xor2_1,24,210
ha_1,4,50.1
nor3_1,8,40.0
mux2i_1,7,70.1
and3_1,8,50.1
o211ai_1,5,37.5
buf_2,4,20.0
-- layout by cell type (no fill, tap or decap), types with 3 or more instances in the layout --
cell type / instances
mux2i_1: 7
a21oi_1: 21
and4_1: 3
nor4_1: 4
and3_1: 8
nand2b_1: 5
nor3b_1: 4
buf_4: 3
inv_1: 9
o211ai_1: 5
edfxtp_1: 4
nand2_1: 40
nor2b_1: 4
clkbuf_8: 9
nand3_1: 16
and2_1: 3
a31oi_1: 4
nor2_1: 52
xnor2_1: 8
inv_8: 3
ha_1: 4
clkdlybuf4s50_1: 16
dfxtp_1: 85
nand4b_1: 3
nand4_1: 18
nor2_2: 3
xor2_1: 24
nor4b_1: 5
o21ai_0: 15
nor3_1: 8
-- metal layers --
| metal | up-vias | routed length, um | track usage |
|---|---|---|---|
| met4 | 0 | 102 | 0.0256 |
| met1 | 1276 | 3650 | 0.249 |
| met5 | - | 0 | 0 |
| li1 | 1428 | - | - |
| met2 | 37 | 2780 | 0.217 |
| met3 | 8 | 212 | 0.0240 |
-- worst max path at each step --
stage / start / endpoint / slack [ps] / depth (start not counted)
finish: num1[3]$_SDFFE_PP0P_ / crct_pwd / 2860 / 4
global route: num1[3]$_SDFFE_PP0P_ / crct_pwd / 2660 / 4
CTS: num1[3]$_SDFFE_PP0P_ / crct_pwd / 2790 / 4
-- metrics by stage --
step	power (W)	cell area [sq um]	utilization
after floorplan	0.000647	3680	-
after global placement	0.000662	3900	0.443
after detailed placement	0.000663	3900	0.443
after CTS	0.00107	4100	0.466
after global routing	0.00110	4100	0.466
final	0.00105	4100	0.466
Power figures rest on the tool's default switching activity, not on a simulated workload.
